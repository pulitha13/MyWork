$ cat flow/config.mk
export PLATFORM = sky130hd
export DESIGN_NAME = alu
export DESIGN_NICKNAME = alu
export VERILOG_FILES = /design/flow/design.v
export SDC_FILE = /design/flow/constraint.sdc
export NUM_CORES = 4
export LEC_CHECK = 1
export CORE_UTILIZATION = 50
export SYNTH_HDL_FRONTEND = slang
$ cat flow/constraint.sdc
current_design alu

set clk_period 6.8
set clk_io_pct 0.2

create_clock -name clk0 -period $clk_period [get_ports {clk}]

set non_clock_inputs [all_inputs -no_clocks]
set_input_delay [expr $clk_period * $clk_io_pct] -clock clk0 $non_clock_inputs
set_output_delay [expr $clk_period * $clk_io_pct] -clock clk0 [all_outputs]
$ cat flow/design.v
`default_nettype none
`timescale 1ns/1ns
module alu
  #(parameter int data_width = 12,
    parameter int instruction_width = 12)
   ( 
    input wire clk,
    input wire                         rst,
    input wire [instruction_width-1:0] instruction,
    output logic [data_width-1:0]      out_data,
    output logic                       out_valid,
    output logic                       halt);
    localparam int num_registers = 4;
    localparam int op_msb = 11;  
    localparam int op_lsb = 8;
    localparam int rd_msb = 7;   
    localparam int rd_lsb = 6;
    localparam int rx_msb = 5;   
    localparam int rx_lsb = 4;
    localparam int ry_msb = 3;   
    localparam int ry_lsb = 2;
    localparam int imm_msb = 5;  
    localparam int imm_lsb = 0;
    localparam int imm_width = imm_msb-imm_lsb + 1;          
    localparam int reg_sel_width = rx_msb-rx_lsb + 1;    
    localparam int op_width = op_msb-op_lsb + 1;          
    reg [data_width-1:0] registers [num_registers-1:0];  
    reg [data_width:0] result_reg;    
    reg [reg_sel_width-1:0] rd_reg;   
    reg [op_width-1:0] op_reg;        
    reg valid_reg;                    
    reg halt_reg;                     
    wire [op_width-1:0] op_code = instruction[op_msb:op_lsb]; 
    wire [reg_sel_width-1:0] rd = instruction[rd_msb:rd_lsb];
    wire [reg_sel_width-1:0] rx = instruction[rx_msb:rx_lsb];
    wire [reg_sel_width-1:0] ry = instruction[ry_msb:ry_lsb];
    wire [imm_width-1:0] imm = instruction[imm_msb:imm_lsb];
    wire [data_width-1:0] t_operand1;  
    wire [data_width-1:0] t_operand2;
    wire [data_width-1:0] t_dest;
    wire [data_width-1:0] operand1;   
    wire [data_width-1:0] operand2;
    wire [data_width-1:0] dest;
    register_mux op1 (.registers(registers), .sel(rx), .out(t_operand1));
    register_mux op2 (.registers(registers), .sel(ry), .out(t_operand2));
    register_mux d (.registers(registers), .sel(rd), .out(t_dest));
    fwd_c fwd_op1 (.from_reg(t_operand1), .from_result(result_reg[data_width-1:0]), .input_reg(rx), .old_output_reg(rd_reg), .old_opcode(op_reg), .out(operand1));
    fwd_c fwd_op2 (.from_reg(t_operand2), .from_result(result_reg[data_width-1:0]), .input_reg(ry), .old_output_reg(rd_reg), .old_opcode(op_reg), .out(operand2));
    fwd_c fwd_dest (.from_reg(t_dest), .from_result(result_reg[data_width-1:0]), .input_reg(rd), .old_output_reg(rd_reg), .old_opcode(op_reg), .out(dest));
    always @(posedge clk, posedge rst)
    begin
      if (rst) 
      begin
        registers [0] <= {data_width{1'b0}};
        registers [1] <= {data_width{1'b0}};
        registers [2] <= {data_width{1'b0}};
        registers [3] <= {data_width{1'b0}};
        result_reg <= {(data_width+1){1'b0}};
        valid_reg <= 0;
        halt_reg <= 0;  
        rd_reg <= {reg_sel_width{1'b0}};
        op_reg <= {op_width{1'b0}};
      end else
      begin
        rd_reg <= rd;
        op_reg <= op_code;
        case (op_code)
          4'h0      : result_reg[data_width-1:0] <= operand1 | operand2;  
          4'h1     : result_reg[data_width-1:0] <= operand1 ^ operand2; 
          4'h2     : result_reg[data_width-1:0] <= operand1 & operand2; 
          4'h3     : result_reg[data_width-1:0] <= ~operand1;
          4'h4  : result_reg[data_width-1:0] <= operand1 << 1;
          4'h5  : result_reg[data_width-1:0] <= operand1 >> 1;
          4'h6 : result_reg[data_width-1:0] <= $signed(operand1) >>> 1;
          4'h7     : result_reg <= {1'b0, operand1} + {1'b0, operand2};
          4'h8    : result_reg <= {1'b0, operand1} + {1'b0, operand2} + result_reg[data_width];
          4'h9     : result_reg[data_width-1:0] <= operand1 - operand2; 
          4'hA  : result_reg[data_width-1:0] <= {dest[data_width-1:data_width-imm_width], imm};
          4'hB  : result_reg[data_width-1:0] <= {imm, dest[imm_width-1:0]};
          4'hC     : result_reg[data_width-1:0] <= operand1; 
          4'hD    : result_reg[data_width-1:0] <= operand1; 
        endcase
        case (op_code)
          4'hC:    begin valid_reg <= 1'b1; halt_reg <= 1'b0; end
          4'hD:   begin valid_reg <= 1'b1; halt_reg <= 1'b1; end
          default:  begin valid_reg <= 1'b0; halt_reg <= 1'b0; end
        endcase
        case (op_reg)
          4'hC : out_data <= result_reg[data_width-1:0];
          4'hD: out_data <= result_reg[data_width-1:0];
          default: begin
            case (rd_reg)
              2'b00: registers[0] <= result_reg[data_width-1:0];
              2'b01: registers[1] <= result_reg[data_width-1:0];
              2'b10: registers[2] <= result_reg[data_width-1:0];
              2'b11: registers[3] <= result_reg[data_width-1:0]; 
            endcase   
          end
        endcase
        case (op_reg)
          4'hC:    begin out_valid <= valid_reg; halt <= halt_reg; end
          4'hD:   begin out_valid <= valid_reg; halt <= halt_reg; end 
          default:  begin out_valid <= valid_reg; halt <= halt_reg; end
        endcase
      end
    end
endmodule
module register_mux #(
  parameter data_width = 12,
  parameter num_registers = 4,
  parameter reg_sel_width = 2
) (
  input wire [data_width-1:0] registers [num_registers-1:0],
  input wire [reg_sel_width-1:0] sel,
  output wire [data_width-1:0] out);
  assign out = sel[1] ? (sel[0] ? registers[3] : registers[2]) : (sel[0] ? registers[1] : registers[0]);
endmodule
module fwd_c #(
  parameter data_width = 12,
  parameter op_width = 4,
  parameter reg_sel_width = 2
) (
  input wire [data_width-1:0] from_reg,
  input wire [data_width-1:0] from_result,
  input wire [reg_sel_width-1:0] input_reg,
  input wire [reg_sel_width-1:0] old_output_reg,
  input wire [op_width-1:0] old_opcode,
  output wire [data_width-1:0] out
);
  assign out = ((old_opcode != 4'hC) && (old_opcode != 4'hD) && (old_output_reg == input_reg)) ? from_result : from_reg;
endmodule
$ cat flow/run.sh
#!/bin/bash
# OpenROAD 26Q1-2900-gdf79404cd8, Yosys 0.63+post, stock flow scripts
make -C /OpenROAD-flow-scripts/flow DESIGN_CONFIG=/design/flow/config.mk WORK_HOME=/design/flow/orfs finish
==> ds_physical_params.txt <==
Table: implementation figures

Parameter                              Value

Routing
  Via/cell ratio    6.325
  Antenna-violating nets left    0
  First-iteration detailed-routing DRC count    ~430
  Routed wire per std cell    between 20 and 25 um
  DR pass1 iterations    5
  Remaining design rule violation count    0
  Total wirelength of the detailed-routed design    18760 um
  Vias    5383
  Diodes inserted    0

Setup path
  CP arrival    5890 ps
  Launch point of the worst path    instruction[4]
  Critical path type    in -> reg
  Top fanout value on the critical path    5
  Critical Path Start Type    primary input
  CP max stage cell    sky130_fd_sc_hd__clkdlybuf4s50_1
  Required arrival time at the worst endpoint    7030 ps
  Worst r2r src    op_reg[1]
  CP endpoint kind    flop
  List of cells traversed by the critical path    clkdlybuf4s50_1, mux4_2, mux2i_1, inv_1, ha_1, fa_1, a211oi_1, nor2_1, xor2_1, nand4_1, nor4b_1, xnor2_1, a22oi_1, a21oi_1
  Slowest Stage Delay on Critical Path    690 ps

STA
  Setup-failing EPs final    0
  Transition at the pin with the smallest max-transition slack    864.3 ps
  Summed negative setup slack over all endpoints    0 ps
  Clock tree skew after final layout    approximately 9.3 ps
  Final worst path period need    5656 ps
  Count of final hold-check violations    0
  Share of the clock period used by the worst path    83.17%
  Setup ws final    1144 ps
  Headroom to the max-slew limit    42.17%
  Highest achievable clock rate    approximately 180 MHz
  Final Max Slew Viols    0
  RSZ-0062 raised after global routing    false

Yosys
  Number of synthesis warnings    0
  Number of flops mapped to enable cells by yosys    14
  Ys cells    659
  Synthesized area per cell    10.22 um2
  Synthesized cell area    slightly below 7000 um2
  Share of the yosys chip area belonging to registers    roughly a third
  Distinct lib cells    ~69
  Prevailing post-synth register cell    sky130_fd_sc_hd__dfrtp_1
  Area figure in the yosys stat output    6734 um2
  Instance tally after logic synthesis    659
  Registers, synthesis    82
  Fraction of registers with async set/reset    82.93%

Clocking
  Number of buffers inserted by hold repair at cts    0
  Post-CTS Setup Inserts    0
  Clock root buffer master    sky130_fd_sc_hd__clkbuf_16
  Worst-path clk slew    roughly 70 ps
  Max Root-Sink Buffers    2
  Sinks on the clock net    just over 80
  CTS tree    yes
  CTS Buf Count    9
  H-tree Lvls    3
  Insertion delay of the later-clocked pin in the worst-skew pair    ~350 ps
  Resized cells post-CTS    0

Die
  Chip Width    about 120 um
  I/O pin count    28
  Pre-Place Util    between 50% and 60%
  Row count    42
  Y dimension of the die    between 100 and 150 um
  Total die size    13940 um2
  Area inside the core boundary    13190 um2

Run
  OpenROAD warning count    48
  Count of maximum capacitance violations    0

Finish
  Post-layout util    a little under three fifths
  Max FFs per register    ~48
  Area growth from synthesis to layout    10.91%
  Post-Layout Inst Area    7468 um2
  Share of post-route cells with drive strength above 1    between 20% and 30%
  Total of fill cells in the finished design    1128

Outcome
  Run status    completed

Placed design
  Gpl congestion    0.9714
  Worst slack at placement    approximately 900 ps
  Input/output buffers    27
  HPWL after DPL    13610 um
  Placement Cell Area    roughly 7200 um2

GRT
  Total gr overflow    0
  Maximum number of pins on one net before global-route repair    53
  Total global-route track usage    29.55%
  Initial antenna violation count    0
  Vias in the first global route    about 5300
  Global-route wire length before repair    30330 um

Worst hold path
  Hold Path Origin    halt_reg
  Kind of path behind the tightest hold check    reg -> reg

Power and ir drop
  Pwr per Cell Area    533.3 nW/um2
  Worst ir drop on vdd    0.0002258 V
  Lkg Pwr    2.979 nW
worst max-delay path, delay by kind of cell:
kind                       cells  cell delay [ps]
muxes                          2             1000
adders and majority gates      2              770
and+or+nand+nor                3              790
AOI/OAI and AO/OA              3              620
xor gates and xnor gates       2              510
buffers and inverters          2              820
power breakdown:
group / leakage, nW / switching (mW) / internal (mW)
clock network: 0.144 / 0.210 / 0.288
logic: 1.92 / 1.44 / 1.12
registers: 0.912 / 0.227 / 0.696
total: 2.98 / 1.88 / 2.11
per-stage QoR:
stage / instances / total power, mW / hold WS [ps]
3_5_place_dp: 835 / 3.425 / 404.2
6_report: 851 / 3.983 / 420.4
2_1_floorplan: 659 / 2.849 / 400.7
5_1_grt: 851 / 4.293 / 441.3
4_1_cts: 851 / 3.955 / 419.9
3_3_place_gp: 835 / 3.430 / 402.4
Yosys cell counts, drive strengths merged (19+ instances only):
| library cell | count | area, um2 |
|---|---|---|
| a21oi | 35 | 186.4 |
| buf | 19 | 110.1 |
| clkbuf | 27 | 101.4 |
| dfrtp | 68 | 1702 |
| ha | 37 | 462.9 |
| inv | 39 | 146.4 |
| mux2 | 68 | 769.5 |
| mux4 | 36 | 814.5 |
| nand2 | 47 | 176.4 |
| nor2 | 36 | 135.1 |
| o21ai | 51 | 255.3 |
worst paths after layout:
check | to | slack [ps] | depth (start not counted)
setup / recovery | result_reg[9] | 1140 | 14
hold / removal | halt | 420 | 0
setup reg to reg | result_reg[9] | 2170 | 15
hold reg to reg | halt | 420 | 0
max in group asynchronous | registers[43] | 4370 | 3
min in group asynchronous | result_reg[4] | 1400 | 2
cells by family after synthesis:
group                      Yosys count  synth area share [%]
adders and majority gates           39                 7.469
xor gates and xnor gates            30                 4.013
and+or+nand+nor                    149                 10.65
AOI/OAI and AO/OA                  168                 17.22
DFF                                 82                 31.51
buffers and inverters               85                 5.314
muxes                              106                 23.82
placed cells by master (no fill, tap or decap), types with 9 or more instances in the layout:
cell type	netlist	routed
sky130_fd_sc_hd__xnor2_1	17	17
sky130_fd_sc_hd__dfrtp_1	68	68
sky130_fd_sc_hd__nor3_1	17	17
sky130_fd_sc_hd__mux2_2	67	67
sky130_fd_sc_hd__a221oi_1	14	14
sky130_fd_sc_hd__ha_1	37	37
sky130_fd_sc_hd__clkbuf_16	0	9
sky130_fd_sc_hd__clkdlybuf4s50_1	0	27
sky130_fd_sc_hd__edfxtp_1	14	14
sky130_fd_sc_hd__a21oi_1	34	34
sky130_fd_sc_hd__nand3_1	13	13
sky130_fd_sc_hd__nor2_1	36	36
sky130_fd_sc_hd__buf_4	0	19
sky130_fd_sc_hd__o21ai_0	49	49
sky130_fd_sc_hd__inv_1	39	38
sky130_fd_sc_hd__nand2_1	47	47
sky130_fd_sc_hd__xor2_1	12	12
sky130_fd_sc_hd__mux4_2	35	35
layer usage:
layer  vias up  global-route usage [%]  routed length [um]
met1      2611                   50.17                8917
met4         0                   6.090                 442
li1       2506                       -                   -
met2       238                   40.07                7909
met5         -                       0                   0
met3        28                   7.327                1489
area by class of cell:
cell class                      instances  area (um2)  area share, %
Clock buffer                           10       229.0          3.066
Multi-Input combinational cell        492        4265          57.11
Timing Repair Buffer                   46       412.9          5.529
Clock inverter                          6       72.57         0.9717
Tap cell                              176       220.2          2.949
Sequential cell                        82        2122          28.41
Inverter                               39       146.4          1.960
Power figures rest on the tool's default switching activity, not on a simulated workload.
